==> /design/flow/config.mk <==
export PLATFORM = sky130hd
export DESIGN_NAME = RegFile_32x32bit
export DESIGN_NICKNAME = RegFile_32x32bit
export VERILOG_FILES = /design/flow/design.v
export SDC_FILE = /design/flow/constraint.sdc
export NUM_CORES = 4
export LEC_CHECK = 1
export CORE_UTILIZATION = 30
==> /design/flow/constraint.sdc <==
current_design RegFile_32x32bit

set clk_period 3.5
set clk_io_pct 0.2

create_clock -name clk0 -period $clk_period [get_ports {i_clk}]

set non_clock_inputs [all_inputs -no_clocks]
set_input_delay [expr $clk_period * $clk_io_pct] -clock clk0 $non_clock_inputs
set_output_delay [expr $clk_period * $clk_io_pct] -clock clk0 [all_outputs]
==> /design/flow/design.v <==
module RegFile_32x32bit(
    input   wire            i_read0,         
    input   wire    [4:0]   i_read_addr0,    
    output  reg     [31:0]  o_read_data0,
    input   wire            i_read1,         
    input   wire    [4:0]   i_read_addr1,    
    output  reg     [31:0]  o_read_data1,
    input   wire            i_write,         
    input   wire    [4:0]   i_write_addr,    
    input   wire    [31:0]  i_write_data,
    input   wire            i_clk,           
    input   wire            i_rst            
);
reg [31:0]  regs[0:31];
always @(posedge i_clk) 
    if(i_read0)
        if((i_read_addr0 == i_write_addr) & i_write) o_read_data0 <= #1 i_write_data;
        else o_read_data0 <= #1 regs[i_read_addr0];
always @(posedge i_clk) 
    if(i_read1)
        if((i_read_addr1 == i_write_addr) & i_write) o_read_data1 <= #1 i_write_data;
        else o_read_data1 <= #1 regs[i_read_addr1];
always @(posedge i_clk or posedge i_rst)
    if(i_rst) begin
        regs[0] <= #1 32'd0;  regs[1] <= #1 32'd0;  regs[2] <= #1 32'd0;  regs[3] <= #1 32'd0;
        regs[4] <= #1 32'd0;  regs[5] <= #1 32'd0;  regs[6] <= #1 32'd0;  regs[7] <= #1 32'd0;
        regs[8] <= #1 32'd0;  regs[9] <= #1 32'd0;  regs[10] <= #1 32'd0; regs[11] <= #1 32'd0;
        regs[12] <= #1 32'd0; regs[13] <= #1 32'd0; regs[14] <= #1 32'd0; regs[15] <= #1 32'd0;
        regs[16] <= #1 32'd0; regs[17] <= #1 32'd0; regs[18] <= #1 32'd0; regs[19] <= #1 32'd0;
        regs[20] <= #1 32'd0; regs[21] <= #1 32'd0; regs[22] <= #1 32'd0; regs[23] <= #1 32'd0;
        regs[24] <= #1 32'd0; regs[25] <= #1 32'd0; regs[26] <= #1 32'd0; regs[27] <= #1 32'd0;
        regs[28] <= #1 32'd0; regs[29] <= #1 32'h1000; regs[30] <= #1 32'd0; regs[31] <= #1 32'd0;	
    end
    else if(i_write) regs[i_write_addr] <= #1 i_write_data;
endmodule
==> /design/flow/run.sh <==
#!/bin/bash
# OpenROAD 26Q1-2900-gdf79404cd8, Yosys 0.63+post, stock flow scripts
make -C /OpenROAD-flow-scripts/flow DESIGN_CONFIG=/design/flow/config.mk WORK_HOME=/design/flow/orfs finish
==> flow_metrics.tcl <==
# collected from the flow reports
set metrics [dict create \
    ys_types 67 \
    row_count 154 \
    maxCapViolations 0 \
    synth-seq-cells 1088 \
    vdd_drop_max_v 0.000478 \
    portBuffers 115 \
    syn-cell-area_um2 53600 \
    post-cts-setup-buffers 0 \
    worstPathMaxFanout 14 \
    grt_start_max_net_pins 91 \
    rsz0062_at_grt "false" \
    period_used_pct 90.3 \
    dieArea_um2 180000 \
    placedInstanceArea_um2 62500 \
    ctsHoldBuffers 0 \
    stdcell_area_um2 66800 \
    avgSynthCellArea_um2 12.1 \
    power_leakage_nw 28.1 \
    warnings 27 \
    drcViolationCount 0 \
    critical_path_required_ns 4.06 \
    switching_share_pct 29.0 \
    coreArea_um2 177000 \
    crit_path_end_kind "flop" \
    fin_cells 7201 \
    rrSetupSlack_ns 1.22 \
    arrival_ns 3.72 \
    vias_per_cell 6.50 \
    dr.pass1.iters 6 \
    wl_per_cell_um 42.4 \
    power.switching_mw 10.6 \
    tns_ns 0 \
    fin_worst_skew_ns 0.0373 \
    worst_pin_slew_ns 1.07 \
    hold_viol_final 0 \
    synth-main-ff-cell "dfrtp_1" \
    final_max_slew_viol_count 0 \
    grt_pass1_wl_mm 413 \
    syn2layout_area_growth_pct 24.7 \
    overflow 0 \
    cts.sinks 1088 \
    antenna_found_initial 16 \
    io_pins 116 \
    yosysWarnings 2 \
    p_int_mw 26.0 \
    setup_violations 0 \
    fmax_ghz 0.317 \
    lay_top_cells "1,024 x mux2_2, 1,023 x dfrtp_1, 548 x a22oi_1" \
    post-dp-hpwl_mm 200 \
    cts_resized 0 \
    crit_path_start_kind "input port" \
    clkPwrFrac_pct 38.1 \
    dpl.cell_count 6961 \
    gp_congestion 1.03 \
    netlist_instances 4412 \
    post-place-ws_ns -0.406 \
    final_util_pct 37.8 \
    cts_buffer_depth 3 \
    htree_levels 3 \
    chipHeight_um 425 \
    layout_top_cell "mux2_2" \
    ys_area_um2 53600 \
    combPwrFrac_pct 13.5 \
    drive_above_1_share_pct 39.0 \
    ant_nets 0 \
    whs_ns 0.323 \
    p_per_area_nw_per_um2 548 \
    die_width_um 425 \
    cts_root_buf "clkbuf_16" \
    path_class "input port to flop" \
    synth-seq-area-share_pct 51.4 \
    status "finished clean" \
    track_usage_pct 34.8 \
    clock_latency_ns 0.80 \
    routed-via-count 46800 \
    setup_slack_ns 0.341 \
    max_slew_margin_pct 28.7 \
    clk_pin_slew_ns 0.06 \
    grt_pass1_vias 46500 \
    fin_crit_ns 3.16 \
    routed_wl_mm 305 \
    synthArstFlopShare_pct 94.1 \
    p_total_mw 36.6 \
    cts_tree "done" \
    yosysCellCount 4412 \
    edf_count 64 \
    fp-utilization_pct 30.3 \
    cts_buffers 121 \
    hold_class "input port to asynchronous set/reset pin" \
    p_seq_share_pct 48.3 \
    initialDrtViolationCount 5022 \
]
metal layers:
metal  vias to the layer above  wire length [um]  global-route usage, %  part of all wire (%)
met5                         -               215                  0.556                 0.070
met4                        18             23800                   20.9                   7.8
met3                      1200             40300                   16.4                    13
met2                      3529            129000                   48.7                    42
met1                     24200            112000                   44.2                    37
li1                      17900                 -                      -                     -
power by group through the flow:
stage | registers (mW) | clock network (mW) | logic (mW)
4_1_cts | 17.6 | 14.1 | 4.90
5_1_grt | 17.9 | 14.5 | 5.25
6_report | 17.7 | 14.0 | 4.96
worst paths after layout:
path | from | cells past startpoint | endpoint
max in group asynchronous | i_rst | 4 | regs[22][1]
hold reg to reg | regs[4][12] | 1 | regs[4][12]
setup / recovery | i_read_addr0[2] | 10 | o_read_data0[4]
min in group clk0 | i_read0 | 1 | o_read_data0[30]
hold / removal | i_rst | 2 | regs[15][15]
setup reg to reg | regs[20][31] | 8 | o_read_data1[31]
final cells by class:
| cell class | instances | area [um^2] |
|---|---|---|
| clock buffer | 172 | 3490 |
| clock inverter | 55 | 783 |
| sequential | 1088 | 27500 |
| inverter | 8 | 33.8 |
| multi-input combinational | 2868 | 24500 |
| timing repair buffer | 657 | 7510 |
| antenna | 13 | 32.5 |
| fill | 16700 | 110000 |
| tap | 2340 | 2930 |
state kept, by name (all words and copies together), names as in the netlist:
name / count
o_read_data1: 32
regs: 1024
o_read_data0: 32
critical path, cell delays in order:
cell and delay, ns:
clkdlybuf4s50_1 0.51, buf_12 0.17, or3b_1 0.47, nor2_4 0.82
buf_4 0.32, a22o_1 0.16, a221oi_1 0.05, nand4_1 0.13
nor3_1 0.06, o21ai_0 0.32
Yosys cell counts (all sizes together), types with 10 or more instances:
master | number | area share, %
nand3 | 111 | 1.1
a22o | 158 | 2.6
nand2 | 117 | 0.83
a21oi | 85 | 0.79
mux2i | 12 | 0.22
a22oi | 548 | 7.7
o21ai | 102 | 0.95
nor4 | 32 | 0.37
nand2b | 10 | 0.12
clkbuf | 173 | 1.2
nor2 | 126 | 1.1
a31oi | 27 | 0.32
nor2b | 10 | 0.12
or3 | 41 | 0.49
nor3 | 56 | 0.52
nand4 | 131 | 1.5
a32oi | 10 | 0.16
a221oi | 174 | 2.9
mux2 | 1025 | 22
dfrtp | 1023 | 48
buf | 275 | 2.7
edfxtp | 64 | 3.6
cell families after synthesis:
logic type,share of synthesized area [%]
AND-OR/OR-AND,16.0
flip-flops,51.4
multiplexers,21.8
AND/OR/NAND/NOR,6.71
buffers and inverters,3.95
XOR/XNOR,0.163
Power figures rest on the tool's default switching activity, not on a simulated workload.
