==> flow/design.v <==
module RegFile_32x64bit(
    input   wire            i_read0,         
    input   wire    [4:0]   i_read_addr0,    
    output  reg     [63:0]  o_read_data0,
    input   wire            i_read1,         
    input   wire    [4:0]   i_read_addr1,    
    output  reg     [63:0]  o_read_data1,
    input   wire            i_write,         
    input   wire    [4:0]   i_write_addr,    
    input   wire    [63:0]  i_write_data,
    input   wire            i_clk,           
    input   wire            i_rst            
);
reg [63:0]  regs[0:31];
always @(posedge i_clk) 
    if(i_read0)
        if((i_read_addr0 == i_write_addr) & i_write) o_read_data0 <= #1 i_write_data;
        else o_read_data0 <= #1 regs[i_read_addr0];
always @(posedge i_clk) 
    if(i_read1)
        if((i_read_addr1 == i_write_addr) & i_write) o_read_data1 <= #1 i_write_data;
        else o_read_data1 <= #1 regs[i_read_addr1];
always @(posedge i_clk or posedge i_rst)
    if(i_rst) begin
        regs[0] <= #1 64'd0;  regs[1] <= #1 64'd0;  regs[2] <= #1 64'd0;  regs[3] <= #1 64'd0;
        regs[4] <= #1 64'd0;  regs[5] <= #1 64'd0;  regs[6] <= #1 64'd0;  regs[7] <= #1 64'd0;
        regs[8] <= #1 64'd0;  regs[9] <= #1 64'd0;  regs[10] <= #1 64'd0; regs[11] <= #1 64'd0;
        regs[12] <= #1 64'd0; regs[13] <= #1 64'd0; regs[14] <= #1 64'd0; regs[15] <= #1 64'd0;
        regs[16] <= #1 64'd0; regs[17] <= #1 64'd0; regs[18] <= #1 64'd0; regs[19] <= #1 64'd0;
        regs[20] <= #1 64'd0; regs[21] <= #1 64'd0; regs[22] <= #1 64'd0; regs[23] <= #1 64'd0;
        regs[24] <= #1 64'd0; regs[25] <= #1 64'd0; regs[26] <= #1 64'd0; regs[27] <= #1 64'd0;
        regs[28] <= #1 64'd0; regs[29] <= #1 32'h1000; regs[30] <= #1 64'd0; regs[31] <= #1 64'd0;	
    end
    else if(i_write) regs[i_write_addr] <= #1 i_write_data;
endmodule
==> flow/run.sh <==
#!/bin/bash
# OpenROAD 26Q1-2900-gdf79404cd8, Yosys 0.63+post, stock flow scripts
make -C /OpenROAD-flow-scripts/flow DESIGN_CONFIG=/design/flow/config.mk WORK_HOME=/design/flow/orfs finish
==> flow/config.mk <==
export PLATFORM = sky130hd
export DESIGN_NAME = RegFile_32x64bit
export DESIGN_NICKNAME = RegFile_32x64bit
export VERILOG_FILES = /design/flow/design.v
export SDC_FILE = /design/flow/constraint.sdc
export NUM_CORES = 4
export LEC_CHECK = 1
export CORE_UTILIZATION = 50
==> flow/constraint.sdc <==
current_design RegFile_32x64bit

set clk_period 2.2
set clk_io_pct 0.2

create_clock -name clk0 -period $clk_period [get_ports {i_clk}]

set non_clock_inputs [all_inputs -no_clocks]
set_input_delay [expr $clk_period * $clk_io_pct] -clock clk0 $non_clock_inputs
set_output_delay [expr $clk_period * $clk_io_pct] -clock clk0 [all_outputs]
==> run summary <==
Implementation results. Initial core utilization landed at 50.3%. Via count of the routed design landed at 104,532. Setup repair after global routing could not meet its margin everywhere. Number of flops mapped to enable cells by yosys landed at 128.

The first global-routing pass estimated 866,000 um of wire. After detailed routing, the number of vias per cell comes to 7.77. By count the netlist is led by sky130_fd_sc_hd__dfrtp_1, sky130_fd_sc_hd__mux2_2, sky130_fd_sc_hd__a22oi_1, sky130_fd_sc_hd__and3_1, sky130_fd_sc_hd__clkbuf_1. The total area inside the core boundary comes to 215,000 um2. Chip area line of the yosys report landed at 108,000 um2.

Total of endpoints with negative setup slack in the final report landed at 35. At the placement stage, the worst setup path has a slack of -1410 ps. Once placement completed, the tool counted placed cells totaling 12,841.

After synthesis, flip-flops and latches occupy 50.9% of the total area. Overall routing resource usage landed at 61.9%. The layout summary lists the proportion of cells stronger than drive strength 1 as 41.7%.

After layout, the setup clock skew is reported as 37.3 ps. At the worst endpoint, the arrival time is 3080 ps. Yosys reports that the leading cell type by area covers 47.4% of the netlist area. Required arrival time at the worst endpoint landed at 2960 ps. The layout has 15,662 filler cells. The number of antenna violations at the first check in global routing is 87. The report lists the number of standard-cell rows as 170.

Looking at the max-slew report, the worst-margin pin has a slew of 1030 ps. The analysis attributes to cell leakage a power of 63.5 nW. H-tree depth landed at 4. Detailed placement ended at an HPWL of 442,000 um. The run finished, with violations left.

Time the worst path needs with I/O delays and setup landed at 2330 ps. The worst setup path is launched from an input port. The via count of the first global-routing pass is 101,908. The flow reported a cell area power density of 821 nW/um2. Placer's final routability congestion estimate landed at 1.13. Per the synth stats, the flop cell with the highest instance count is sky130_fd_sc_hd__dfrtp_1. Register bit total from synthesis landed at 2,176. The die is 467 um tall.

Worst IR drop on VDD landed at 0.816 mV. Largest buffer count on any clock path landed at 3. The critical path's slowest stage uses the library cell sky130_fd_sc_hd__nor2_4. STA reports the tightest min-delay check as being of type input port to asynchronous set/reset pin. The largest total area in the synthesized netlist belongs to sky130_fd_sc_hd__dfrtp_1. TritonCTS built the clock tree.

The final reports fail on negative setup slack. The stage logs contain a warning count of 36. Across the run, the number of max-cap violations was 0.

Number of I/O pins landed at 212. Once layout is complete, the utilization of the core stands at 65.1%. The final timing report lists a max-slew violation count of 0. The worst setup path is of the input port to flip-flop kind. After clock tree synthesis, the clock-pin slew on the worst setup and hold paths is 60 ps. For the worst-skew pair, the clock arrives at the later sink with an insertion delay of 910 ps.

Number of clock sinks landed at 2,176. Final cycle utilization of the critical path landed at 106%. Tally of non-filler cells in the final layout landed at 13,452. The most critical hold endpoint after final layout shows a slack of 37.7 ps.

STA classifies the critical path endpoint as a flip-flop. Wires add up to 645,000 um. Post-synthesis to final-layout area growth landed at 29.3%. Measured against its own limit, the worst slew margin works out to 31.2%.

Die area landed at 218,000 um2. The floorplan step set the die width to 467 um. Remaining routing DRC violations landed at 0. In the final report, the number of hold violations comes to 0.

Sum of overflow across all layers after global routing landed at 0. Total CTS buffers landed at 232. Per STA, the worst path accumulates the most delay in the family buffers and inverters. Tally of yosys warning messages landed at 2. Sorting the synthesized cells by area gives the leading types as sky130_fd_sc_hd__dfrtp_1, sky130_fd_sc_hd__mux2_2, sky130_fd_sc_hd__a22oi_1. Count of buffering cells on the critical path with inverters included landed at 6.

Along the worst path, the maximum fanout reaches 10. In this run, the number of DRC markers left after iteration 0 of detailed routing was 13,282. Post-synthesis instance area landed at 108,000 um2. In this run the remaining antenna-violating nets after routing total 0. Delay of the slowest cell on the worst path landed at 550 ps. The synthesis report gives the async set-or-reset register share as 94.1%. Mean area per synthesized cell landed at 11.9 um2. Counting stages on the worst path, the most repeated cell is sky130_fd_sc_hd__buf_4.

Walking the worst path, the cells encountered are buf_4 -> buf_4 -> buf_4 -> nand3b_4 -> nor2_4 -> buf_4 -> buf_4 -> a22oi_1 -> nand3_1 -> nor4_1 -> buf_4 -> o21ai_1. Count of buffers from port buffering landed at 211. In this run the clock root is driven by a sky130_fd_sc_hd__clkbuf_16. Number of cells produced by synthesis landed at 9,079. Maximum frequency from static timing analysis landed at 0.430 GHz. Worst path setup slack after routing landed at -126 ps. For this sky-water flow run, the detailed-routed wirelength per cell is reported as 47.9 um. The synth_stat.txt file lists the number of cells as 9,079. Largest net degree at the start of global routing landed at 102.

Post-synthesis cell type count landed at 72. Number of iterations in the first detailed-routing pass landed at 10. The most frequently used library cell after synthesis is sky130_fd_sc_hd__dfrtp_1.
layout by cell type, fill, tap and decap left out, types with 43 or more instances in the layout:
cell	n
sky130_fd_sc_hd__mux2_2	2045
sky130_fd_sc_hd__dfrtp_1	2045
sky130_fd_sc_hd__a22oi_1	1337
sky130_fd_sc_hd__buf_4	1073
sky130_fd_sc_hd__and3_1	677
sky130_fd_sc_hd__buf_12	611
sky130_fd_sc_hd__clkbuf_16	239
sky130_fd_sc_hd__nand3_1	233
sky130_fd_sc_hd__nand2_1	226
sky130_fd_sc_hd__nand4_1	219
sky130_fd_sc_hd__a2111oi_0	160
sky130_fd_sc_hd__clkdlybuf4s50_1	158
sky130_fd_sc_hd__diode_2	150
sky130_fd_sc_hd__edfxtp_1	128
sky130_fd_sc_hd__o21ai_0	115
sky130_fd_sc_hd__nor4_1	81
sky130_fd_sc_hd__a21oi_1	80
sky130_fd_sc_hd__nor2_4	79
sky130_fd_sc_hd__clkbuf_1	62
sky130_fd_sc_hd__nor2_1	58
sky130_fd_sc_hd__o21ai_1	48
sky130_fd_sc_hd__clkinv_2	47
sky130_fd_sc_hd__a2111oi_1	46
sky130_fd_sc_hd__a221oi_1	43
routing by layer:
metal  vias to the layer above  global-route usage (%)  wire (um)
li1                      37870                       -          -
met1                     51741                    72.4     207000
met2                     10871                    75.3     244000
met3                      3938                    46.4     122000
met4                       112                    47.4      68200
met5                         -                    12.4       3070
cell type report:
cell class	instances	area (um2)	area share, %
Clock buffer	328	6570	4.70
Tap cell	2838	3550	2.54
Inverter	10	41.3	0.0295
Clock inverter	113	1350	0.963
Sequential cell	2176	55100	39.4
Multi-Input combinational cell	5931	50400	36.0
Timing Repair Buffer	1906	22500	16.1
Antenna cell	150	375	0.268
registers in the layout, summed over array words and instances, names as in the netlist:
name,flops
regs,2048
o_read_data0,64
o_read_data1,64
through the flow:
stage                     instance area, um2  TNS (ps)  total power [W]
after CTS                             139000         0            0.113
after global routing                  140000      -207            0.117
after global placement                131000  -1166650           0.0721
final                                 140000     -1700            0.115
after detailed placement              131000  -1181950           0.0725
after floorplan                       108000         -           0.0628
worst min-delay path, stage by stage:
cell	delay (ps)
sky130_fd_sc_hd__clkdlybuf4s50_1	440
sky130_fd_sc_hd__clkinvlp_4	140
sky130_fd_sc_hd__buf_12	280
final timing paths:
kind / slack, ps / from / cells after the start / endpoint
max in group asynchronous: 1220 / i_rst / 5 / regs[30][49]
min in group clk0: 70 / i_read0 / 2 / o_read_data0[44]
setup / recovery: -130 / i_read_addr1[1] / 12 / o_read_data1[40]
hold / removal: 40 / i_rst / 3 / regs[5][4]
setup reg to reg: -40 / regs[30][3] / 6 / o_read_data1[3]
hold reg to reg: 510 / regs[4][52] / 1 / regs[4][52]
report_power, final:
| part | switching, W | internal, W |
|---|---|---|
| clock | 0.0178 | 0.0236 |
| combinational | 0.00850 | 0.00916 |
| sequential | 0.00750 | 0.0482 |
cells by family (layout without fill, tap and decap cells):
| family | count (synthesis) | in the layout | share of synthesized area (%) |
|---|---|---|---|
| AOI/OAI and AO/OA | 2024 | 2024 | 13.9 |
| DFF | 2176 | 2176 | 50.9 |
| and+or+nand+nor | 1832 | 1832 | 9.74 |
| buffers and inverters | 972 | 2357 | 3.87 |
| other | 0 | 150 | 0 |
| muxes | 2065 | 2065 | 21.5 |
| xor gates and xnor gates | 10 | 10 | 0.0810 |
what timing repair did:
item,in CTS,in global routing
setup endpoints to repair,109,97
buffers inserted,3,17
gates cloned,0,1
endpoints found under the hold margin,0,0
hold buffers,0,0
gates resized,111,139
pin swaps,2,26
Power and IR drop assume default switching activity.
